File: design/flow/run.sh
#!/bin/bash
# OpenROAD 26Q1-2900-gdf79404cd8, Yosys 0.63+post, stock flow scripts
make -C /OpenROAD-flow-scripts/flow DESIGN_CONFIG=/design/flow/config.mk WORK_HOME=/design/flow/orfs finish
File: design/flow/config.mk
export PLATFORM = sky130hd
export DESIGN_NAME = regfile
export DESIGN_NICKNAME = regfile
export VERILOG_FILES = /design/flow/design.v
export SDC_FILE = /design/flow/constraint.sdc
export NUM_CORES = 4
export LEC_CHECK = 1
export CORE_UTILIZATION = 40
File: design/flow/constraint.sdc
current_design regfile

set clk_period 5.9
set clk_io_pct 0.2

create_clock -name clk0 -period $clk_period [get_ports {clk}]

set non_clock_inputs [all_inputs -no_clocks]
set_input_delay [expr $clk_period * $clk_io_pct] -clock clk0 $non_clock_inputs
set_output_delay [expr $clk_period * $clk_io_pct] -clock clk0 [all_outputs]
File: design/flow/design.v
module regfile(input logic clk,
                input logic we3,  
                input logic [4:0] ra1, ra2, wa3,
                input logic [31:0] wd3,
                output logic [31:0] rd1, rd2);
logic [31:0] rf[31:0];
always_ff @(posedge clk)
    if (we3) rf[wa3] <= wd3;
    assign rd1 = (ra1 != 0) ? rf[ra1] : 0;
    assign rd2 = (ra2 != 0) ? rf[ra2] : 0;
endmodule
==> impl_metrics.csv <==
group,metric,value,unit
grt,pin_count_of_the_biggest_net_entering_global_routing,66,
hold_path,hp-class,"input pin to flop",
drt,drt_first_iter_violations,1599,
job,drv.max_cap_violation_count,0,
cells_and_area,registers.top_by_ff_count,"rf",
yosys,synth.distinct_cells,40,
yosys,yosys_register_bits,1024,
setup_path,crit_path_cell_trace,"clkdlybuf4s50_1, or3b_2, buf_4, o22ai_1, a2111oi_0, nor3_1, buf_4, clkdlybuf4s50_1",
yosys,synth-area-yosys,0.0470,mm²
die,die.size.x,345,µm
grt,overflow_after_grt,0,
hold_path,whs_endpoint,"rf[27][7]",
power,peakVddDrop,236,µV
drt,vias,26900,
yosys,async_set_or_reset_flop_fraction_in_the_synthesized_netlist,0,%
placed_design,globalplace.congestion,0.905,
sta,report.final.slew_viol_count,0,
die,floorplan.rows,125,
setup_path,timing.critical_path.buf_inv,4,
sta,hold-worst-slack,1.33,ns
power,power.leakage,17.5,nW
setup_path,cp.arrival,4.48,ns
sta,period_minus_slack,5.66,ns
cells_and_area,post_synthesis_to_final_layout_area_growth,16.0,%
cells_and_area,final_layout_size_suffix_gt1_share,30.5,%
cells_and_area,fill_cells,9377,
placed_design,post-place-cells,4015,
cells_and_area,lay_top_cells,"edfxtp_1, mux4_2, mux2i_1",
setup_path,endpoint_kind,"output pin",
power,total_power,16.4,mW
cts,clk_root_buffer_cell,"clkbuf_16",
setup_path,critical-path-top-delay-family,"buffers and inverters",
cts,cts.repair.resized,0,
sta,setup_viol,0,
yosys,synth.yosys.warnings,1,
drt,route.detailed.wl_per_inst,35.3,µm
die,fp.dieH,345,µm
drt,first_pass_iters,5,
cts,cts_hold_buffers,0,
cts,cts_made_buffers,105,
cts,clk_pin_slew_worst_paths,0.06,ns
cts,ctsHtreeMaxLevel,3,
power,power-per-cell-area,301,mW/mm²
sta,setup_slack,0.238,ns
die,core_region_area,0.116,mm²
sta,final.setup.tns,0,ns
hold_path,hold_start,"wd3[7]",
die,chipArea,0.119,mm²
yosys,ys.flop_type,"edfxtp_1",
cells_and_area,final-instance-count-excl-fill,4214,
sta,achievable-frequency,177,MHz
yosys,post_synth_inst_count,2400,
yosys,ys_cells,2400,
die,ios,113,
placed_design,port_buffers,112,
yosys,synthesis.area,0.0470,mm²
yosys,syn_avg_cell_area,19.6,µm²
setup_path,worst_path_largest_cell_delay,0.77,ns
cells_and_area,number_of_flip_flops_in_the_largest_register,1024,
cells_and_area,biggestRegsByFlops,"rf x1024",
die,floorplan.initialDensity,40.4,%
sta,maxSlewHeadroom,31.9,%
setup_path,critical_path_peak_fanout,31,
grt,grt_antenna_before_repair,11,
grt,grt_first_pass_wirelength,211000,µm
cts,clock_tree_from_tritoncts,"yes",
drt,drt-total-wl,149000,µm
hold_path,worst_hold_path.num_cells,2,
yosys,post_synth_edffs,1024,
placed_design,dp_slack,0.324,ns
cts,cts-root-to-sink-buffers,3,
cts,cts_setup_buffers,0,
setup_path,cp.required,4.72,ns
job,warning_count,26,
setup_path,path_class,"input pin to output pin",
grt,grt_use_total,27.7,%
sta,number_of_endpoints_with_negative_hold_slack_in_the_final_report,0,
sta,worst_pin_slew,1.02,ns
sta,fin_crit_sh,96.0,%
drt,drc,0,
drt,postRouteAntennaNets,0,
cells_and_area,finish.utilization,46.8,%
drt,route.detailed.vias_per_inst,6.39,
yosys,postSynthSeqShare,65.5,%
setup_path,critPathLaunchType,"input pin",
cts,cts.sink_count,1024,
placed_design,detailed_place_hpwl,92200,µm
cells_and_area,final_layout_top_logic_cell,"edfxtp_1",
status,outcome,"finished clean",
sta,unrepaired_setup_endpoints_after_global_routing,"no",
grt,grt_pass1_vias,30500,
setup_path,timing.critical_path.slowest_stage_cell,"a2111oi_0",
cells_and_area,final_cell_area,0.0545,mm²
placed_design,dpl-instance-area,0.0510,mm²
[synth_stat cells, drive strengths merged (24+ instances only)]
master      n  area share [%]
mux2i     183             3.9
o221ai     31            0.58
a2111oi    31            0.58
o22ai      55            0.73
a211oi     47            0.75
nand2      65            0.52
clkbuf    104            0.83
nor2       35            0.28
a21oi      46            0.49
inv        25            0.20
a22o       62             1.2
nor3       33            0.36
edfxtp   1024              65
buf        97             1.3
mux4      425              20
mux2       24            0.58
[worst max path at each step]
| stage | from | endpoint | slack [ns] | cells past startpoint |
|---|---|---|---|---|
| CTS | ra2[3] | rd2[2] | 0.31 | 8 |
| global route | ra2[3] | rd2[2] | 0.17 | 8 |
| finish | ra2[3] | rd2[4] | 0.24 | 8 |
[final cells by class]
type / instances / area, µm² / area share [%]
clock inverter: 72 / 742 / 1.36
inverter: 25 / 96.3 / 0.177
sequential: 1024 / 30700 / 56.4
clock buffer: 125 / 2720 / 5.00
multi-input combinational: 1150 / 15400 / 28.3
timing repair buffer: 292 / 2850 / 5.22
antenna: 2 / 5.00 / 0.00919
tap: 1524 / 1910 / 3.50
[kinds of logic (layout without fill, tap and decap cells)]
kind of cell           count (synthesis)  after routing  share of synthesized area (%)
AND-OR/OR-AND                        331            331                           5.41
buffers and inverters                226            514                           2.31
AND/OR/NAND/NOR                      187            187                           1.94
multiplexers                         632            632                           24.9
other                                  0              2                              0
flip-flops                          1024           1024                           65.5
[per-layer routing]
| metal | vias up | track usage [%] | wire length [µm] |
|---|---|---|---|
| met4 | 31 | 7.98 | 5380 |
| met3 | 357 | 25.1 | 30600 |
| li1 | 10900 | - | - |
| met5 | - | 2.88 | 553 |
| met2 | 2235 | 39.7 | 68100 |
| met1 | 13400 | 29.8 | 44000 |
[power breakdown]
part	switching, mW	internal [mW]	total (mW)
Sequential	0.0359	8.10	8.13
Combinational	0.880	0.666	1.55
Clock	2.79	3.91	6.69
Total	3.70	12.7	16.4
Power figures rest on the tool's default switching activity, not on a simulated workload.
