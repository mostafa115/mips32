[flow/run.sh]
#!/bin/bash
# OpenROAD 26Q1-2900-gdf79404cd8, Yosys 0.63+post, stock flow scripts
make -C /OpenROAD-flow-scripts/flow DESIGN_CONFIG=/design/flow/config.mk WORK_HOME=/design/flow/orfs finish
[flow/config.mk]
export PLATFORM = sky130hd
export DESIGN_NAME = dmem
export DESIGN_NICKNAME = dmem
export VERILOG_FILES = /design/flow/design.v
export SDC_FILE = /design/flow/constraint.sdc
export NUM_CORES = 4
export LEC_CHECK = 1
export CORE_UTILIZATION = 30
[flow/constraint.sdc]
current_design dmem

set clk_period 32.2
set clk_io_pct 0.2

create_clock -name clk0 -period $clk_period [get_ports {clk}]

set non_clock_inputs [all_inputs -no_clocks]
set_input_delay [expr $clk_period * $clk_io_pct] -clock clk0 $non_clock_inputs
set_output_delay [expr $clk_period * $clk_io_pct] -clock clk0 [all_outputs]
[flow/design.v]
module dmem(input logic clk, we,
            input logic [31:0] a, wd,
            output logic [31:0] rd);
logic [31:0] RAM[63:0];
assign rd = RAM[a[31:2]];  
always_ff @(posedge clk)
    if (we) RAM[a[31:2]] <= wd;
endmodule
==> GITHUB_STEP_SUMMARY <==
### Yosys + OpenROAD results

| Metric | Value |
|---|---|
| Pin slew with the least headroom to its limit | `slightly below 0.9 ns` |
| Yosys reg bits | `2048` |
| Number of clock sinks | `2048` |
| Clock buffer depth | `3` |
| Via Count | `41300` |
| Basic Gates by Area | `under 10%` |
| # IOs | `about 98` |
| Critical path class | `input port to output pin` |
| Outcome | `finished clean` |
| Tool warnings | `52` |
| Yosys top cell by area | `edfxtp_1` |
| Starting density of the core | `30.2%` |
| Netlist cell types | `55` |
| CTS Hold Bufs | `0` |
| Complex Gates by Area | `about 8.7%` |
| Req. time, crit path | `25.76 ns` |
| Drt initial violations | `2892` |
| Die footprint | `between 0.2 and 0.3 mm^2` |
| Cell area after synthesis | `0.0783 mm^2` |
| CP Capture Type | `output pin` |
| Register Area | `~0.06 mm^2` |
| Worst EP arrival | `11.90 ns` |
| WL per Instance | `between 20 and 30 um` |
| Synth area leaders | `edfxtp_1, mux2i_1, mux4_2` |
| Share of cells above drive strength 1 | `18.0%` |
| FMAX | `54.5 MHz` |
| CTS clk-pin slew, worst paths | `0.06 ns` |
| Die Span Y | `around 510 um` |
| Top-area cell share | `78.6%` |
| Yosys warning total | `1` |
| H-tree depth | `4` |
| Slowest stage delay, CP | `0.74 ns` |
| Tcrit/Tclk final | `57.0%` |
| Global-route wire length before repair | `301000 um` |
| Core area | `0.259 mm^2` |
| MUX area fraction | `8.19%` |
| Minimum hold slack | `6.03 ns` |
| TritonCTS Buffers | `189` |
| Vias/cell | `5.22` |
| CP max stage cell | `or4_1` |
| Filler instances | `23700` |
| Count leader, synth | `edfxtp_1` |
| Yosys stat cell total | `between 4000 and 5000` |
| Most common reg cell | `edfxtp_1` |
| Leakage power | `0.0281 uW` |
| Initial antenna violation count | `10` |
| Fin crit period | `18.34 ns` |
| Post-DP HPWL | `116000 um` |
| Number of setup buffers added after CTS | `0` |
| Yosys xor share | `0%` |
| Root buffer cell | `clkbuf_16` |
| WL final | `208000 um` |
| Dominant comb cell | `AND-OR/OR-AND gates` |
| CP Launch Type | `input port` |
| P per Cell Area | `60.1 mW/mm^2` |
| Remaining DRCs | `0` |
| Slew headroom | `40.6%` |
| Setup TNS | `0 ns` |
| EDFF count, synth | `2048` |
| Crit path top cell by count | `buf_4` |
| Post-Synthesis Cells | `approximately 4200` |
| Vias in the first global route | `43700` |
| Worst-path maximum fanout | `53` |
| Max-slew violations | `0` |
| # setup viols final | `0` |
| I/O Buffers | `71` |
| Crit path to | `rd[11]` |
| Largest net degree at the start of global routing | `89` |
| Cell Chain, Critical Path | `buf_8 -> buf_4 -> buf_4 -> buf_4 -> nor2_4 -> buf_4 -> a22oi_1 -> o22ai_1 -> o21ai_0 -> or4b_1 -> or4_1 -> clkdlybuf4s50_1` |
| Comb gate area | `0.0161 mm^2` |
| Final hold violation count | `0` |
| Async set-reset flop share out of synthesis | `0%` |
| Seq/Total Area, Yosys | `between 70% and 80%` |
| Final ANT Viol Nets | `0` |
| All-Layer GR Usage | `between 15 and 20%` |
| Worst hold path type | `input port to flip-flop` |
| Setup crit start | `a[4]` |
| Max FFs per register | `2048` |
| GRT overflow | `0` |
| CTS resizes | `0` |
| Power Total | `5390 uW` |
| CTS tree | `yes` |
| Die W | `around 510 um` |
| Placement row count | `187` |
| Synth top cells by count | `edfxtp_1, mux2i_1, a22oi_1, a221oi_1, clkbuf_1` |
| Max VDD drop | `between 0.04 and 0.05 mV` |
| Post-Synth Adder-Cell Area | `0%` |
| Mean Syn Cell Area | `18.6 um^2` |
| Synthesis area per yosys | `between 0.07 and 0.08 mm^2` |
| Hold Startpoint | `wd[24]` |
| P&R area growth vs syn | `14.6%` |
| RSZ-0062 raised after global routing | `false` |
| Pre-antenna DRT Iters | `6` |
| Max_cap viols | `0` |
| Gp weighted congestion | `around 0.87` |
==> worst min-delay path by stage <==
stage	end	cells after the start	slack [ns]
after CTS	RAM[57][24]	1	6.00
after global routing	RAM[17][21]	1	6.02
final	RAM[57][24]	1	6.03
==> cell usage in the layout, fill, tap and decap left out, types with 36 or more instances in the layout <==
| master | count |
|---|---|
| edfxtp_1 | 2048 |
| mux2i_1 | 259 |
| clkbuf_16 | 192 |
| a22oi_1 | 188 |
| buf_4 | 188 |
| a221oi_1 | 175 |
| mux2_2 | 147 |
| a21oi_1 | 121 |
| mux4_2 | 96 |
| o22ai_1 | 93 |
| and3_1 | 85 |
| o21ai_0 | 84 |
| nor2_1 | 77 |
| o22a_1 | 70 |
| nor2_4 | 67 |
| a22o_1 | 66 |
| nand3_1 | 53 |
| a31oi_1 | 43 |
| clkbuf_1 | 41 |
| clkinv_1 | 38 |
| clkdlybuf4s50_1 | 36 |
==> cells by family (layout without fill, tap and decap cells) <==
logic type | count (synthesis) | count (layout)
buffers and inverters | 300 | 596
flip-flops | 2048 | 2048
AND-OR/OR-AND | 933 | 933
AND/OR/NAND/NOR | 424 | 424
multiplexers | 502 | 502
other | 0 | 5
==> final cells by class <==
class,instances,area share (%)
Clock buffer,233,5.53
Sequential cell,2048,68.6
Timing Repair Buffer,261,2.25
Clock inverter,100,0.990
Inverter,2,0.0167
Tap cell,3402,4.75
Antenna cell,5,0.0139
Multi-Input combinational cell,1859,17.9
==> per-stage QoR <==
stage	worst slack, ns	cell area [um^2]	utilization (%)	std cells
floorplan	17.21	78300	-	4207
global route	13.72	89700	34.6	7905
detailed placement	13.90	83800	32.3	7572
CTS	13.88	89700	34.6	7905
finish	13.86	89700	34.6	7910
global placement	13.87	83800	32.3	7572
==> where the power goes <==
part / switching, uW / total, uW / internal (uW)
registers: 3.59 / 2960 / 2950
logic: 197 / 290 / 93.0
clock network: 956 / 2150 / 1190
total: 1160 / 5390 / 4230
==> worst max-delay path: cells and delay by family <==
| kind | cells | cell delay, ns |
|---|---|---|
| AND/OR/NAND/NOR | 3 | 1.61 |
| AND-OR/OR-AND | 3 | 0.75 |
| buffers and inverters | 6 | 2.91 |
==> routing by layer <==
metal  GRT usage, %  part of all wire, %  up-vias
met1           19.2                   34    20600
met2           25.0                   46     2447
met5          0.877                 0.18        -
met4           4.43                  3.3       14
li1               -                    -    17900
met3           12.7                   17      352
Power is estimated from default activity; no workload was simulated.
